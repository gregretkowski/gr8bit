[./design.v]
module DIG_Counter_Nbit
#(
    parameter Bits = 2
)
(
    output [(Bits-1):0] out,
    output ovf,
    input C,
    input en,
    input clr
);
    reg [(Bits-1):0] count;
    always @ (posedge C) begin
        if (clr)
          count <= 'h0;
        else if (en)
          count <= count + 1'b1;
    end
    assign out = count;
    assign ovf = en? &count : 1'b0;
    initial begin
        count = 'h0;
    end
endmodule
module DIG_D_FF_1bit
#(
    parameter Default = 0
)
(
   input D,
   input C,
   output Q,
   output \~Q
);
    reg state;
    assign Q = state;
    assign \~Q = ~state;
    always @ (posedge C) begin
        state <= D;
    end
    initial begin
        state = Default;
    end
endmodule
module toy_counter (
  input clk,
  input in,
  output out_1,
  output out_2,
  output out_3,
  output out_4,
  output out_5,
  output out_6
);
  wire s0;
  wire [5:0] s1;
  wire s2;
  DIG_Counter_Nbit #(
    .Bits(3)
  )
  DIG_Counter_Nbit_i0 (
    .en( 1'b1 ),
    .C( clk ),
    .clr( 1'b0 ),
    .ovf( s2 )
  );
  DIG_D_FF_1bit #(
    .Default(0)
  )
  DIG_D_FF_1bit_i1 (
    .D( in ),
    .C( s2 ),
    .Q( s0 )
  );
  DIG_Counter_Nbit #(
    .Bits(6)
  )
  DIG_Counter_Nbit_i2 (
    .en( s0 ),
    .C( clk ),
    .clr( 1'b0 ),
    .out( s1 )
  );
  assign out_1 = s1[0];
  assign out_2 = s1[1];
  assign out_3 = s1[2];
  assign out_4 = s1[3];
  assign out_5 = s1[4];
  assign out_6 = s1[5];
endmodule
[./run.sh]
#!/bin/bash
# OpenROAD 26Q1-2900-gdf79404cd8, Yosys 0.63+post, stock flow scripts
make -C /OpenROAD-flow-scripts/flow DESIGN_CONFIG=/design/flow/config.mk WORK_HOME=/design/flow/orfs finish
[./config.mk]
export PLATFORM = sky130hd
export DESIGN_NAME = toy_counter
export DESIGN_NICKNAME = toy_counter
export VERILOG_FILES = /design/flow/design.v
export SDC_FILE = /design/flow/constraint.sdc
export NUM_CORES = 4
export LEC_CHECK = 1
export CORE_AREA = 10 10 70 70
export DIE_AREA = 0 0 80 80
[./constraint.sdc]
current_design toy_counter

set clk_period 1.7
set clk_io_pct 0.2

create_clock -name clk0 -period $clk_period [get_ports {clk}]

set non_clock_inputs [all_inputs -no_clocks]
set_input_delay [expr $clk_period * $clk_io_pct] -clock clk0 $non_clock_inputs
set_output_delay [expr $clk_period * $clk_io_pct] -clock clk0 [all_outputs]
==> results.json <==
{
  "maxSlewHeadroom_pct": 83.2,
  "rsz0062_at_grt": "false",
  "largest_area_cell": "edfxtp_1",
  "initial_core_util_pct": 10.7,
  "yosysSeqAreaShare_pct": 71.0,
  "ys_chip_area_um2": 367,
  "cpLargestDelayFamily": "buffers and inverters",
  "most_common_cell": "edfxtp_1",
  "end_kind": "primary output",
  "crit_buf_inv": 1,
  "portBuffers": 7,
  "cp_slowest_cell": "clkdlybuf4s50_1",
  "grt_pass1_wl_um": 869,
  "fill_cells": 387,
  "drive_gt1_share_pct": 15.2,
  "clockBufferDepth": 2,
  "tns_ps": 0,
  "die_w_um": 80,
  "synth_area_um2": 367,
  "chipArea_um2": 6400,
  "fin_worst_skew_ps": 8.86,
  "clkLatencyLatePin_ps": 260,
  "leakagePower_uw": 0.000191,
  "via_count": 195,
  "unclocked_regs": 1,
  "grt_pass1_vias": 202,
  "min_path_type": "reg2reg",
  "htree_levels": 1,
  "fp.dieH_um": 80,
  "post-route-drc-count": 0,
  "first_pass_iters": 2,
  "maxSlewViolCount": 0,
  "clkTransAtPathRegs_ps": 60,
  "setup_viol": 0,
  "root_buffer": "clkbuf_4",
  "hold_buffers": 0,
  "critPathKind": "reg2out",
  "gp_congestion": 0.687,
  "core_area_um2": 3420,
  "flop_area_um2": 260,
  "yosys-top-cells-count": "6 x edfxtp_1, 4 x dfxtp_1, 3 x ha_1",
  "fin_crit_ps": 1490,
  "pin_count": 8,
  "first_iter_violations": 18,
  "antenna_found_initial": 0,
  "postPlaceCellArea_um2": 494,
  "untimed_endpoints": 7,
  "path_cells": "clkdlybuf4s50_1",
  "core.rowCount": 21,
  "ctsResizeCount": 0,
  "status": "complete, no violations",
  "final.period_utilization_pct": 87.9,
  "synthTopCellsByArea": "edfxtp_1 49%, dfxtp_1 22%, ha_1 10%, xnor2_1 4.8%, xor2_1 4.8%",
  "grt_usage_pct": 1.83,
  "power_per_cell_area_nw_per_um2": 757,
  "logic_area_um2": 98.8,
  "postRouteAntennaNets": 0,
  "postSynthCellCount": 22,
  "maxCapViolCount": 0,
  "n_antenna_cell": 0,
  "warnings": 25,
  "gr-total-overflow": 0,
  "ys_cells": 22,
  "ys_types": 9,
  "viasPerCell": 2.47,
  "top_area_share_pct": 49.1,
  "yosysWarnings": 3,
  "wl_per_cell_um": 6.62,
  "worst_pin_slew_ps": 252,
  "critPathLaunchType": "flop",
  "grt_max_degree": 7,
  "post-route-util_pct": 15.2,
  "critPathMaxFanout": 4,
  "synth-edff-count": 6,
  "ir_worst_vdd_mv": 0.418,
  "hold_viol_final": 0,
  "cts_tree": "done",
  "fmax_mhz": 669,
  "cp_data_required_time_ps": 1360,
  "post-cts-setup-buffer-count": 0,
  "synthArstFlopShare_pct": 0,
  "cts_made_buffers": 3,
  "ff_type": "edfxtp_1",
  "ys.flops": 10,
  "slowest_delay_ps": 500,
  "routed_wl_um": 523,
  "crit_arrival_ps": 1150,
  "syn_to_final_growth_pct": 42.0,
  "syn-mean-instance-area_um2": 16.7,
  "final_area_um2": 520
}
## logic make-up after synthesis
group | after synthesis | synth area share [%]
flip-flops | 10 | 71.0
XOR/XNOR | 4 | 9.56
adder cells (fa/ha/maj) | 3 | 10.2
AND/OR/NAND/NOR | 3 | 7.17
buffers and inverters | 2 | 2.05
## metal layers
| layer | global-route usage [%] | routed length, µm | share of wire [%] |
|---|---|---|---|
| met1 | 1.99 | 229 | 44 |
| met2 | 2.25 | 187 | 36 |
| met3 | 2.27 | 106 | 20 |
| met4 | 0.176 | 0 | 0 |
| met5 | 0 | 0 | 0 |
## through the flow
| stage | worst slack (ps) | power (µW) | std cells | hold slack [ps] |
|---|---|---|---|---|
| floorplan | 682 | 235 | 22 | 357 |
| global placement | 466 | 238 | 75 | 363 |
| detailed placement | 462 | 238 | 75 | 369 |
| CTS | 170 | 405 | 79 | 385 |
| global route | 134 | 422 | 79 | 424 |
| finish | 205 | 394 | 79 | 381 |
## report_power, final
group          switching, µW  internal, µW  total, µW
clock                   71.2          90.1        161
combinational          0.205          1.96       2.16
sequential                 0           231        231
## final timing paths
path | from | to | slack, ps | depth (start not counted)
worst max-delay path | DIG_Counter_Nbit_i2.count[0]$_DFFE_PP_ | out_1 | 210 | 1
worst min-delay path | DIG_Counter_Nbit_i0.count[0]$_DFF_P_ | DIG_Counter_Nbit_i0.count[0]$_DFF_P_ | 380 | 1
worst max register to register | DIG_Counter_Nbit_i2.count[0]$_DFFE_PP_ | DIG_Counter_Nbit_i2.count[4]$_DFFE_PP_ | 590 | 3
worst min register to register | DIG_Counter_Nbit_i0.count[0]$_DFF_P_ | DIG_Counter_Nbit_i0.count[0]$_DFF_P_ | 380 | 1
## state kept, by name, summed over array words and instances (netlist names)
name	flops
DIG_D_FF_1bit_i1.state	1
DIG_Counter_Nbit_i2.count	6
DIG_Counter_Nbit_i0.count	3
## placed cells by master, fill, tap and decap left out
master | netlist | final
dfxtp_1 | 4 | 4
edfxtp_1 | 6 | 6
ha_1 | 3 | 3
xor2_1 | 2 | 2
clkdlybuf4s50_1 | 0 | 7
nand3_2 | 1 | 1
inv_1 | 2 | 2
clkbuf_1 | 0 | 1
xnor2_1 | 2 | 2
and3_4 | 1 | 1
nand3_1 | 1 | 1
clkbuf_4 | 0 | 3
## cell type report
type / count / share of cell area [%]
sequential: 10 / 50.0
multi-input combinational: 10 / 19.0
timing repair buffer: 7 / 13.5
tap: 46 / 11.1
clock buffer: 4 / 5.05
inverter: 2 / 1.44
Power and IR drop assume default switching activity.
