==> /design/flow/design.v <==
module uart
#(
    parameter DELAY_FRAMES = 234  
)
(
    input full_clk,
    input uart_rx,
    output uart_tx,
    input cpu_clk,
    input [7:0] send_in,
    input set_send,  
    input set_recv_clear,  
    output [7:0] recv_out,
    output get_recv  
);
reg [7:0] send_reg = 0;
reg [7:0] recv_reg = 0;
reg send_av_reg = 0;
reg recv_av_reg = 0;
assign recv_out = recv_reg;
assign get_recv = recv_av_reg;
always @(posedge cpu_clk) begin
    if (set_send) begin
        send_reg <= send_in;
    end
end
localparam HALF_DELAY_WAIT = (DELAY_FRAMES / 2);
reg [3:0] rxState = 0;
reg [12:0] rxCounter = 0;
reg [7:0] dataIn = 0;
reg [2:0] rxBitNumber = 0;
reg byteReady = 0;
localparam RX_STATE_IDLE = 0;
localparam RX_STATE_START_BIT = 1;
localparam RX_STATE_READ_WAIT = 2;
localparam RX_STATE_READ = 3;
localparam RX_STATE_STOP_BIT = 5;
always @(posedge full_clk) begin
    if (set_recv_clear) begin
        recv_av_reg <= 0;
    end
    case (rxState)
        RX_STATE_IDLE: begin
            if (uart_rx == 0) begin
                rxState <= RX_STATE_START_BIT;
                rxCounter <= 1;
                rxBitNumber <= 0;
                recv_av_reg <= 0;
            end
        end
        RX_STATE_START_BIT: begin
            if (rxCounter == HALF_DELAY_WAIT) begin
                rxState <= RX_STATE_READ_WAIT;
                rxCounter <= 1;
            end else
                rxCounter <= rxCounter + 1'b1;
        end
        RX_STATE_READ_WAIT: begin
            rxCounter <= rxCounter + 1'b1;
            if ((rxCounter + 1) == DELAY_FRAMES) begin
                rxState <= RX_STATE_READ;
            end
        end
        RX_STATE_READ: begin
            rxCounter <= 1;
            recv_reg <= {uart_rx, recv_reg[7:1]};
            rxBitNumber <= rxBitNumber + 1'b1;
            if (rxBitNumber == 3'b111)
                rxState <= RX_STATE_STOP_BIT;
            else
                rxState <= RX_STATE_READ_WAIT;
        end
        RX_STATE_STOP_BIT: begin
            rxCounter <= rxCounter + 1'b1;
            if ((rxCounter + 1'b1) == DELAY_FRAMES) begin
                rxState <= RX_STATE_IDLE;
                rxCounter <= 0;
                recv_av_reg <= 1;
            end
        end
    endcase
end
reg [3:0] txState = 0;
reg [24:0] txCounter = 0;
reg [7:0] dataOut = 0;
reg txPinRegister = 1;
reg [2:0] txBitNumber = 0;
reg [3:0] txByteCounter = 0;
assign uart_tx = txPinRegister;
localparam TX_STATE_IDLE = 0;
localparam TX_STATE_START_BIT = 1;
localparam TX_STATE_WRITE = 2;
localparam TX_STATE_STOP_BIT = 3;
localparam TX_STATE_DEBOUNCE = 4;
always @(posedge full_clk) begin
    if (set_send) begin
        send_av_reg <= 1;
    end
    case (txState)
        TX_STATE_IDLE: begin
            if (send_av_reg == 1) begin
                txState <= TX_STATE_START_BIT;
                txCounter <= 0;
                txByteCounter <= 0;
            end
            else begin
                txPinRegister <= 1;
            end
        end
        TX_STATE_START_BIT: begin
            txPinRegister <= 0;
            if ((txCounter + 1'b1) == DELAY_FRAMES) begin
                txState <= TX_STATE_WRITE;
                dataOut <= send_reg;  
                txBitNumber <= 0;
                txCounter <= 0;
            end else
                txCounter <= txCounter + 1'b1;
        end
        TX_STATE_WRITE: begin
            txPinRegister <= dataOut[txBitNumber];
            if ((txCounter +1) == DELAY_FRAMES) begin
                if (txBitNumber == 3'b111) begin
                    txState <= TX_STATE_STOP_BIT;
                end else begin
                    txState <= TX_STATE_WRITE;
                    txBitNumber <= txBitNumber + 1'b1;
                end
                txCounter <= 0;
            end else
                txCounter <= txCounter + 1'b1;
        end
        TX_STATE_STOP_BIT: begin
            txPinRegister <= 1;
            if ((txCounter + 1'b1) == DELAY_FRAMES) begin
                txState <= TX_STATE_IDLE;
                send_av_reg <= 0;
                txCounter <= 0;
            end else
                txCounter <= txCounter + 1'b1;
        end
    endcase
end
endmodule
==> /design/flow/run.sh <==
#!/bin/bash
# OpenROAD 26Q1-2900-gdf79404cd8, Yosys 0.63+post, stock flow scripts
make -C /OpenROAD-flow-scripts/flow DESIGN_CONFIG=/design/flow/config.mk WORK_HOME=/design/flow/orfs finish
==> /design/flow/config.mk <==
export PLATFORM = sky130hd
export DESIGN_NAME = uart
export DESIGN_NICKNAME = uart
export VERILOG_FILES = /design/flow/design.v
export SDC_FILE = /design/flow/constraint.sdc
export NUM_CORES = 4
export LEC_CHECK = 1
export CORE_UTILIZATION = 40
==> /design/flow/constraint.sdc <==
current_design uart

set clk_period 5.4
set clk_io_pct 0.2

create_clock -name clk0 -period $clk_period [get_ports {cpu_clk}]
create_clock -name clk1 -period $clk_period [get_ports {full_clk}]

set non_clock_inputs [all_inputs -no_clocks]
set_input_delay [expr $clk_period * $clk_io_pct] -clock clk0 $non_clock_inputs
set_output_delay [expr $clk_period * $clk_io_pct] -clock clk0 [all_outputs]
==> results.json <==
{
  "slew_headroom_pct": 46.52,
  "power_density_nw_per_um2": 437.3,
  "yosys_cells": 380,
  "power_uw": 2153,
  "cp.required_ps": 5380,
  "holdBufCountCts": 0,
  "layout_top_cell": "edfxtp_1",
  "yosysChipArea_um2": 4319,
  "antennaDiodeCount": 0,
  "drive_gt1_share_pct": 12.13,
  "postSynthSeqShare_pct": 52.38,
  "setup_viol": 0,
  "firstDrtPassIters": 4,
  "hold_viol_final": 0,
  "cts_tree": "built",
  "grt_use_total_pct": 15.22,
  "die_w_um": 105.9,
  "ctsResizeCount": 0,
  "final_antenna_net_count": 0,
  "dieArea_um2": 11220,
  "grt_max_degree": 30,
  "netlist_instances": 380,
  "layout_setup_ws_ps": 2265,
  "r2r-end": "txBitNumber[2]$_SDFFCE_PP0P_",
  "ys.flops": 76,
  "crit_chain": "ha_1, nand4_2, nor4_2, nand4_1, xor2_1, nand4b_1, nor4_1",
  "synth_area_per_cell_um2": 11.37,
  "reg2regPathDepth": 7,
  "top_regs": "txCounter: 25 flops, rxCounter: 13 flops",
  "final_cell_mix": "edfxtp_1 (74), nor2_1 (32), nand2_1 (21), xor2_1 (21), clkdlybuf4s50_1 (21)",
  "path_depth": 7,
  "drt_wl_total_mm": 7.624,
  "max_cap_viol_count": 0,
  "r2r_setup_slack_ps": 2260,
  "crit_fanout": 8,
  "mappedNetlistArea_um2": 4319,
  "largest_reg_flops": 25,
  "path_delay_family": "simple AND/OR/NAND/NOR gates",
  "grt_pass1_wl_mm": 13.39,
  "synth_warnings": 1,
  "crit_path_end_kind": "flop",
  "gp_congestion": 0.8086,
  "drc_errors": 0,
  "antenna_found_initial": 0,
  "dp_hpwl_mm": 5.294,
  "io_pins": 23,
  "top_register": "txCounter",
  "ys_async_sr_fraction_pct": 0,
  "grt.overflow.total": 0,
  "syn_to_final_growth_pct": 13.96,
  "power.leakage_uw": 0.001653,
  "tightest_slew_ps": 800.6,
  "worst-path-buf-inv": 0,
  "crit_start": "txCounter[0]$_SDFFCE_PP0P_",
  "cts_sinks": 76,
  "clk_pin_slew_ps": 80,
  "row_count": 37,
  "synth_cell_types": 65,
  "wl_per_cell_um": 14.12,
  "cts_setup_buffers": 0,
  "startpoint_type": "flop",
  "slew_violations": 0,
  "num_vias": 2929,
  "pre_cts_ws_ps": 2296,
  "warnings": 32,
  "core_area_um2": 10420,
  "reg2reg_from": "txCounter[0]$_SDFFCE_PP0P_",
  "worstHoldStart": "send_reg[1]$_DFFE_PP_",
  "yosys_most_used_dff": "edfxtp_1",
  "fp-utilization_pct": 41.47,
  "cp.arrival_ps": 3110,
  "rsz0062_at_grt": "false",
  "drt_iter0_markers": 175,
  "critPathKind": "reg -> reg",
  "edf_count": 74,
  "fin_setup_tns_ps": 0,
  "status": "finished clean",
  "vdd_drop_max_uv": 244.3,
  "crit_slowest_cell": "nor4_1",
  "hold_class": "reg -> reg",
  "critPathMaxStageDelay_ps": 550,
  "port_buffers": 21,
  "die_h_um": 105.9,
  "first_global_vias": 2824,
  "viasPerCell": 5.424,
  "clock_skew_ps": 10.91,
  "critPathCapture": "txBitNumber[2]$_SDFFCE_PP0P_"
}
## power by group
| group | internal, µW | switching [µW] | total [µW] |
|---|---|---|---|
| Sequential | 853 | 185 | 1040 |
| Clock | 355 | 217 | 572 |
| Combinational | 230 | 313 | 542 |
| Total | 1440 | 715 | 2150 |
## per-layer routing
metal | vias up | wire length (µm) | global-route usage [%]
met5 | - | 0 | 0
met4 | 0 | 97 | 1.885
met3 | 11 | 230 | 3.189
met2 | 46 | 3383 | 22.50
met1 | 1407 | 3912 | 25.32
li1 | 1465 | - | -
## how the worst min path moves through the flow
stage / endpoint / slack, ps / depth (start not counted)
CTS: dataOut[1]$_DFFE_PP_ / 280 / 0
global route: dataOut[0]$_DFFE_PP_ / 280 / 0
finish: dataOut[1]$_DFFE_PP_ / 290 / 0
## cells by family after synthesis
family          synth area share (%)
buf+inv                        3.273
fa+ha+maj                      3.766
mux                            1.854
simple gates                   20.28
flops                          52.38
compound gates                 10.75
xor+xnor                       7.706
## cell usage after synthesis, drive strengths merged, types with 2 or more instances
| cell | count | area share, % |
|---|---|---|
| and2 | 10 | 1.4 |
| buf | 12 | 1.5 |
| nand2 | 21 | 1.8 |
| nand4 | 13 | 2.3 |
| o21ai | 10 | 1.2 |
| a21boi | 2 | 0.35 |
| nand2b | 4 | 0.58 |
| nor2 | 32 | 2.8 |
| or3 | 6 | 0.98 |
| nor3 | 13 | 1.6 |
| xnor2 | 17 | 3.4 |
| and3 | 6 | 0.87 |
| inv | 11 | 0.96 |
| a211oi | 7 | 1.9 |
| nand3 | 20 | 2.5 |
| nor2b | 5 | 0.72 |
| nor4b | 3 | 0.61 |
| dfxtp | 2 | 0.93 |
| ha | 13 | 3.8 |
| xor2 | 21 | 4.3 |
| and4 | 4 | 0.81 |
| a21oi | 20 | 2.3 |
| o21a | 2 | 0.35 |
| edfxtp | 74 | 51 |
| nor4 | 8 | 1.8 |
| a31oi | 2 | 0.29 |
| clkbuf | 9 | 0.78 |
| mux2i | 2 | 0.46 |
| o22ai | 4 | 0.72 |
| o2111ai | 2 | 0.41 |
| mux4 | 2 | 1.0 |
| o31ai | 2 | 0.35 |
## stage by stage
stage	instance area [µm²]	util, %	instances	hold WS, ps
after detailed placement	4641	44.55	521	404.5
after CTS	4922	47.26	540	278.0
after global routing	4922	47.26	540	283.3
final	4922	47.26	540	285.8
after floorplan	4319	-	380	400.3
after global placement	4641	44.55	521	407.5
## worst register-to-register path, cell delays in order, from the launching register on
cell and delay, ps:
edfxtp_1 490, ha_1 380, nand4_2 220, nor4_2 530, nand4_1 170, xor2_1 270, nand4b_1 170, nor4_1 550
## area by class of cell
cell class / count / area, µm²
Inverter: 11 / 41.29
Clock inverter: 6 / 112.6
Timing Repair Buffer: 26 / 247.7
Fill cell: 958 / 5494
Clock buffer: 13 / 168.9
Sequential cell: 76 / 2262
Multi-Input combinational cell: 272 / 1919
Tap cell: 136 / 170.2
Power is estimated from default activity; no workload was simulated.
