**./run.sh**
```bash
#!/bin/bash
# OpenROAD 26Q1-2900-gdf79404cd8, Yosys 0.63+post, stock flow scripts
make -C /OpenROAD-flow-scripts/flow DESIGN_CONFIG=/design/flow/config.mk WORK_HOME=/design/flow/orfs finish
```
**./config.mk**
```make
export PLATFORM = sky130hd
export DESIGN_NAME = buttons
export DESIGN_NICKNAME = buttons
export VERILOG_FILES = /design/flow/design.v
export SDC_FILE = /design/flow/constraint.sdc
export NUM_CORES = 4
export LEC_CHECK = 1
export CORE_AREA = 10 10 70 70
export DIE_AREA = 0 0 80 80
```
**./constraint.sdc**
```tcl
current_design buttons

set clk_period 1.9
set clk_io_pct 0.2

create_clock -name clk0 -period $clk_period [get_ports {clk}]

set non_clock_inputs [all_inputs -no_clocks]
set_input_delay [expr $clk_period * $clk_io_pct] -clock clk0 $non_clock_inputs
set_output_delay [expr $clk_period * $clk_io_pct] -clock clk0 [all_outputs]
```
**./design.v**
```verilog
module buttons (
    input clk,
    input btn1,
    input btn2,
    output btn,
    output reset
);
parameter SIZE = 7;
reg [SIZE:0] count;
reg reset_state;
reg btn_state;
initial begin
    count <= 0;
    reset_state <= 0;
end
always @(posedge clk) begin
    count <= count + 1'b1;
    if (count == 0) begin
        btn_state <= btn1;
        reset_state <= btn2;
    end else begin
        reset_state <= 0; 
    end
end
assign reset = reset_state;
assign btn = btn_state;
endmodule
```
==> changes_impl.md <==
### Implementation results

* Synthesis Warnings at 1
* Yosys top cell by area: sky130_fd_sc_hd__dfxtp_1
* Final max-slew violation count at 0
* Post-synthesis sequential area ratio at 57.1%
* Count of routing violations after the opening detailed-route iteration at 14
* Measured slew at the worst slew-check pin at ~260 ps
* Port Buf Inserts at 4
* Chip area in the Yosys report at between 300 and 400 um2
* Routed wire length per instance at 6.55 um
* Area of the placeable core at 3420 um2
* Worst-skew pair later-pin latency at between 200 and 300 ps
* Worst path depth at 1
* Count of standard-cell rows at 21
* Pin count of the biggest net entering global routing at 7
* Element type at the critical path end: output pin
* Total area of multi-input combinational cells at between 150 and 200 um2
* Effective utilization at floorplan at between 10% and 20%
* Count of maximum capacitance violations at 0
* Number of OpenROAD warnings at 26
* Yosys Instances at 32
* Biggest fanout along the worst timing path at 1
* First element of the critical path: btn_state
* TritonCTS Buffers at 3
* Worst Path Arrival at 1040 ps
* Total power per unit cell area at 754 nW/um2
* Top logic cell family in the synthesized netlist: simple AND/OR/NAND/NOR gates
* Depth of the worst register-to-register path at 3
* Most area-consuming cells after synthesis: sky130_fd_sc_hd__dfxtp_1 (49%), sky130_fd_sc_hd__edfxtp_1 (8.2%), sky130_fd_sc_hd__xnor2_1 (7.1%)
* Post-synthesis area per instance at 11.5 um2
* Portion of netlist area occupied by mux cells at 0%
* Share of synthesized cell area in and, or, nand and nor gates at 19.7%
* Required time worst endpoint at between 1500 and 2000 ps
* Number of synthesized register bits at 10
* Leak Pwr at 0.182 nW
* Overall global routing resource usage at under 10%
* Number of distinct library cells after synthesis at 14
* Hold WS at 423 ps
* Number of global-route vias before repair at 225
* Ordered list of cells on the worst path: clkdlybuf4s50_1
* Area fraction in full adders, half adders and majority gates at approximately 6.8%
* Total global routing overflow at 0
* Die height at 80 um
* Area growth from synthesis to layout at 33.7%
* Initial antenna violation count at 0
* Count of hold buffers inserted by post-cts repair at 0
* Buffer levels on the longest clock path at 2
* Total I/O pin count at 5
* Cell family with the largest share of critical-path delay: buffers and inverters
* Share of cells above drive strength 1 at 12.5%
* Detailed-route wire length at 563 um
* Total die size at 6400 um2
* Vias/cell at 2.77
* Die Wd at 80 um
* Synthesized-area fraction occupied by xor and xnor cells at 14.3%
* Critical path's slowest cell: sky130_fd_sc_hd__clkdlybuf4s50_1
* Crit path launch type: flip-flop
* Post-detailed-route count of antenna-violating nets at 0
* Top cell area share at 49.0%
* First drt pass iteration count at 2
* Post_cts resized at 0
* Post-layout min period at 1420 ps
* Maximum single-stage delay on the critical path at 450 ps
* Count of endpoints failing hold in the final timing report at 0
* Worst flop-to-flop path endpoint: btn_state
* Run status: finished clean
* Post-synthesis instance total at 32
* RSZ-0062 raised after global routing: false
* Post-layout period usage of the worst path at 74.8%
* # clock sinks at 10
* Worst min-delay path class: reg -> reg
* Total Negative Setup Slacks at 0 ps
* Final weighted congestion in routability-driven placement at 0.692
* VDD IR max at 0.149 mV
* DRC violations left at 0
* Flip-flop and latch area at 210 um2
* Global-route wire length before repair at between 1000 and 1500 um
* Clock transition at path regs at 70 ps
* Register-to-Register Setup Slack at 640 ps
* CTS Root Cell: sky130_fd_sc_hd__clkbuf_4
* CP bufs+invs at 1
* TritonCTS clock tree: done
* End point of the critical path: btn
* Crit Path Class: reg -> out
* Count of endpoints failing setup in the final report at 0
* Total number of vias at around 240
* Clock tree skew after final layout at 13.2 ps
* Area of the mapped netlist at 368 um2
* R2r startpoint: count[2]
* Complex-gate fraction of the synthesized area at 0%
* Filler cell count in the final layout at 393
* Worst max-slew margin expressed relative to the limit at 82.2%
* H-tree levels at 1
* Max Fclk at a little over 700 MHz
* Post-CTS setup-driven buffer insertion count at 0
* Antenna Cells at 0
-- cells in the mapped netlist --
master	count
sky130_fd_sc_hd__nor2_1	1
sky130_fd_sc_hd__dfxtp_1	9
sky130_fd_sc_hd__nor3_1	1
sky130_fd_sc_hd__nand2_1	3
sky130_fd_sc_hd__nor4b_2	1
sky130_fd_sc_hd__nand3_1	3
sky130_fd_sc_hd__and3_1	1
sky130_fd_sc_hd__inv_1	2
sky130_fd_sc_hd__nor3_2	1
sky130_fd_sc_hd__xnor2_1	3
sky130_fd_sc_hd__nor4_1	1
sky130_fd_sc_hd__edfxtp_1	1
sky130_fd_sc_hd__ha_1	2
sky130_fd_sc_hd__xor2_1	3
-- per-stage QoR --
step | setup slack (ps) | cell area [um2] | util, % | total power, mW | instances
after floorplan | 760 | 368 | - | 0.220 | 32
after global placement | 685 | 465 | 13.6 | 0.226 | 82
after detailed placement | 687 | 465 | 13.6 | 0.226 | 82
after CTS | 460 | 492 | 14.4 | 0.378 | 86
after global routing | 432 | 492 | 14.4 | 0.396 | 86
final | 479 | 492 | 14.4 | 0.371 | 86
-- state kept, by name (all words and copies together) (netlist names) --
name         count
btn_state        1
reset_state      1
count            8
-- worst min path at each step --
stage / start / end / depth (start not counted)
CTS: count[0] / count[0] / 1
global route: count[0] / count[0] / 1
finish: count[0] / count[0] / 1
-- layout make-up --
cell class / count / area share (%)
inverter: 2 / 1.53
timing repair buffer: 4 / 8.14
sequential: 10 / 42.7
multi-input combinational: 20 / 30.5
clock buffer: 4 / 5.34
tap: 46 / 11.7
-- kinds of logic after synthesis --
logic type / Yosys count
XOR/XNOR: 6
AND/OR/NAND/NOR: 12
buffers and inverters: 2
adder cells (fa/ha/maj): 2
flip-flops: 10
-- layout by cell type (no fill, tap or decap), drive strengths merged --
master,n
ha,2
nor4b,1
inv,2
nand2,3
xnor2,3
edfxtp,1
clkbuf,4
clkdlybuf4s50,4
dfxtp,9
nor2,1
nor4,1
nor3,2
xor2,3
nand3,3
and3,1
-- routing by layer --
metal	share of wire (%)	up-vias	wire [um]	track usage, %
li1	-	124	-	-
met1	51	105	286	2.64
met2	34	9	190	2.33
met3	15	0	86	2.27
met4	0	0	0	0.352
met5	0	-	0	0
-- report_power, final --
part / internal (mW) / switching [mW]
clock: 0.0808 / 0.0685
sequential: 0.214 / 0.000206
combinational: 0.00622 / 0.000931
total: 0.301 / 0.0697
Power is estimated from default activity; no workload was simulated.
